**./run.sh**
```bash
#!/bin/bash
# OpenROAD 26Q1-2900-gdf79404cd8, Yosys 0.63+post, stock flow scripts
make -C /OpenROAD-flow-scripts/flow DESIGN_CONFIG=/design/flow/config.mk WORK_HOME=/design/flow/orfs finish
```
**./design.v**
```verilog
module async_receiver(clk, RxD, RxD_data_ready, RxD_data, RxD_endofpacket, RxD_idle);
input clk, RxD;
output RxD_data_ready;   
output [7:0] RxD_data;
parameter ClkFrequency = 50000000;  
parameter Baud = 115200;
output RxD_endofpacket;   
output RxD_idle;   
parameter Baud8 = Baud*8;
parameter Baud8GeneratorAccWidth = 16;
wire [Baud8GeneratorAccWidth:0] Baud8GeneratorInc = ((Baud8<<(Baud8GeneratorAccWidth-7))+(ClkFrequency>>8))/(ClkFrequency>>7);
reg [Baud8GeneratorAccWidth:0] Baud8GeneratorAcc;
always @(posedge clk) Baud8GeneratorAcc <= Baud8GeneratorAcc[Baud8GeneratorAccWidth-1:0] + Baud8GeneratorInc;
wire Baud8Tick = Baud8GeneratorAcc[Baud8GeneratorAccWidth];
reg [1:0] RxD_sync_inv;
always @(posedge clk) if(Baud8Tick) RxD_sync_inv <= {RxD_sync_inv[0], ~RxD};
reg [1:0] RxD_cnt_inv;
reg RxD_bit_inv;
always @(posedge clk)
if(Baud8Tick)
begin
	if( RxD_sync_inv[1] && RxD_cnt_inv!=2'b11) RxD_cnt_inv <= RxD_cnt_inv + 2'h1;
	else 
	if(~RxD_sync_inv[1] && RxD_cnt_inv!=2'b00) RxD_cnt_inv <= RxD_cnt_inv - 2'h1;
	if(RxD_cnt_inv==2'b00) RxD_bit_inv <= 1'b0;
	else
	if(RxD_cnt_inv==2'b11) RxD_bit_inv <= 1'b1;
end
reg [3:0] state;
reg [3:0] bit_spacing;
wire next_bit = (bit_spacing==4'd10);
always @(posedge clk)
if(state==0)
	bit_spacing <= 4'b0000;
else
if(Baud8Tick)
	bit_spacing <= {bit_spacing[2:0] + 4'b0001} | {bit_spacing[3], 3'b000};
always @(posedge clk)
if(Baud8Tick)
case(state)
	4'b0000: if(RxD_bit_inv) state <= 4'b1000;   
	4'b1000: if(next_bit) state <= 4'b1001;   
	4'b1001: if(next_bit) state <= 4'b1010;   
	4'b1010: if(next_bit) state <= 4'b1011;   
	4'b1011: if(next_bit) state <= 4'b1100;   
	4'b1100: if(next_bit) state <= 4'b1101;   
	4'b1101: if(next_bit) state <= 4'b1110;   
	4'b1110: if(next_bit) state <= 4'b1111;   
	4'b1111: if(next_bit) state <= 4'b0001;   
	4'b0001: if(next_bit) state <= 4'b0000;   
	default: state <= 4'b0000;
endcase
reg [7:0] RxD_data;
always @(posedge clk)
if(Baud8Tick && next_bit && state[3]) RxD_data <= {~RxD_bit_inv, RxD_data[7:1]};
reg RxD_data_ready, RxD_data_error;
always @(posedge clk)
begin
	RxD_data_ready <= (Baud8Tick && next_bit && state==4'b0001 && ~RxD_bit_inv);   
	RxD_data_error <= (Baud8Tick && next_bit && state==4'b0001 &&  RxD_bit_inv);   
end
reg [4:0] gap_count;
always @(posedge clk) if (state!=0) gap_count<=5'h00; else if(Baud8Tick & ~gap_count[4]) gap_count <= gap_count + 5'h01;
assign RxD_idle = gap_count[4];
reg RxD_endofpacket; always @(posedge clk) RxD_endofpacket <= Baud8Tick & (gap_count==5'h0F);
endmodule
```
**./config.mk**
```make
export PLATFORM = sky130hd
export DESIGN_NAME = async_receiver
export DESIGN_NICKNAME = async_receiver
export VERILOG_FILES = /design/flow/design.v
export SDC_FILE = /design/flow/constraint.sdc
export NUM_CORES = 4
export LEC_CHECK = 1
export CORE_UTILIZATION = 40
```
**./constraint.sdc**
```tcl
current_design async_receiver

set clk_period 1.9
set clk_io_pct 0.2

create_clock -name clk0 -period $clk_period [get_ports {clk}]

set non_clock_inputs [all_inputs -no_clocks]
set_input_delay [expr $clk_period * $clk_io_pct] -clock clk0 $non_clock_inputs
set_output_delay [expr $clk_period * $clk_io_pct] -clock clk0 [all_outputs]
```
==> run_summary.xml <==
<?xml version="1.0" encoding="UTF-8"?>
<metrics>
  <group name="yosys">
    <metric name="synthCells" unit="">151</metric>
    <metric name="top_cell" unit="">sky130_fd_sc_hd__dfxtp_1</metric>
    <metric name="enable_flop_cells" unit="">17</metric>
    <metric name="yosysSeqAreaShare" unit="%">59.2</metric>
    <metric name="yosysChipArea" unit="um^2">1710</metric>
    <metric name="asyncSetResetFlopFracSynth" unit="%">0</metric>
    <metric name="synth.top_cell.area_share" unit="%">29.9</metric>
    <metric name="top_cells_by_count" unit="">25 x sky130_fd_sc_hd__dfxtp_1, 17 x sky130_fd_sc_hd__edfxtp_1, 14 x sky130_fd_sc_hd__nand2_1, 14 x sky130_fd_sc_hd__nor2_1</metric>
    <metric name="ys_types" unit="">36</metric>
    <metric name="synth_area" unit="um^2">1710</metric>
    <metric name="synth.avg_cell_area" unit="um^2">11.3</metric>
    <metric name="synth-seq-cells" unit="">42</metric>
    <metric name="yosys_warnings" unit="">1</metric>
    <metric name="top_cells_by_area" unit="">sky130_fd_sc_hd__edfxtp_1 30%, sky130_fd_sc_hd__dfxtp_1 29%, sky130_fd_sc_hd__ha_1 5.1%, sky130_fd_sc_hd__xnor2_1 5.1%, sky130_fd_sc_hd__xor2_1 5.1%</metric>
    <metric name="synth.largest_area_cell" unit="">sky130_fd_sc_hd__edfxtp_1</metric>
    <metric name="yosys-stat-cells" unit="">151</metric>
    <metric name="synth-main-ff-cell" unit="">sky130_fd_sc_hd__dfxtp_1</metric>
  </group>
  <group name="global_route">
    <metric name="first_global_vias" unit="">964</metric>
    <metric name="largest_net_degree_at_the_start_of_global_routing" unit="">13</metric>
    <metric name="grt_pass1_wl" unit="um">3860</metric>
    <metric name="antenna_found_initial" unit="">0</metric>
    <metric name="gr-usage-all-layers" unit="%">11.6</metric>
    <metric name="globalRoute.totalOverflow" unit="">0</metric>
  </group>
  <group name="sta">
    <metric name="final-max-slew-violation-count" unit="">0</metric>
    <metric name="final.min_clock_period" unit="ns">1.50</metric>
    <metric name="finalSetupViolCount" unit="">0</metric>
    <metric name="slew_headroom" unit="%">59.7</metric>
    <metric name="timing.final.crit_share" unit="%">79.1</metric>
    <metric name="totalNegativeSetupSlack" unit="ns">0</metric>
    <metric name="worst-slew-pin-transition" unit="ns">0.600</metric>
    <metric name="max_clock_freq" unit="GHz">0.665</metric>
    <metric name="final_hold_viol_count" unit="">0</metric>
    <metric name="final.setup_skew" unit="ns">0.00358</metric>
    <metric name="grt_setup_unrepaired" unit="">no</metric>
  </group>
  <group name="power_and_ir_drop">
    <metric name="power_density" unit="nW/um^2">742</metric>
    <metric name="switching_share" unit="%">18.8</metric>
    <metric name="clkPwrFrac" unit="%">36.1</metric>
    <metric name="worst_ir_drop_vdd" unit="mV">0.366</metric>
    <metric name="seq_power_share" unit="%">63.8</metric>
    <metric name="p_switching" unit="W">0.000274</metric>
    <metric name="power.static_leakage" unit="nW">0.776</metric>
    <metric name="p_int" unit="W">0.00118</metric>
    <metric name="power_frac_comb" unit="%">0.2</metric>
  </group>
  <group name="cts">
    <metric name="post_cts.resized_instances" unit="">0</metric>
    <metric name="ctsLongestPathBuffers" unit="">2</metric>
    <metric name="clkSinkCount" unit="">42</metric>
    <metric name="tritoncts" unit="">built</metric>
    <metric name="post_cts_hold_buffer_count" unit="">0</metric>
    <metric name="post_cts_setup_buffer_count" unit="">0</metric>
    <metric name="clock_tree.htree_level_count" unit="">2</metric>
    <metric name="insertion_delay" unit="ns">0.29</metric>
    <metric name="cts_inserted_buffers" unit="">5</metric>
    <metric name="clk_pin_slew_worst_paths" unit="ns">0.07</metric>
    <metric name="clk_root_buffer_cell" unit="">sky130_fd_sc_hd__clkbuf_8</metric>
  </group>
  <group name="die">
    <metric name="die_boundary_width" unit="um">67.4</metric>
    <metric name="dieHeight" unit="um">67.4</metric>
    <metric name="ioPinCount" unit="">13</metric>
    <metric name="die-area" unit="um^2">4540</metric>
    <metric name="fp_rows" unit="">23</metric>
    <metric name="core-area" unit="um^2">4060</metric>
    <metric name="fp-utilization" unit="%">42.1</metric>
  </group>
  <group name="flow_run">
    <metric name="max_cap_viol_count" unit="">0</metric>
    <metric name="stage_log_warning_count" unit="">27</metric>
  </group>
  <group name="finish">
    <metric name="share_of_final_layout_standard_cells_stronger_than_drive_strength_1" unit="%">6.55</metric>
    <metric name="final_design_area_no_fill" unit="um^2">1970</metric>
    <metric name="flow.area_growth_from_synthesis" unit="%">15.0</metric>
  </group>
  <group name="drt">
    <metric name="wirelength" unit="um">2280</metric>
    <metric name="drc" unit="">0</metric>
    <metric name="drt_pass_1_iters" unit="">4</metric>
    <metric name="final_antenna_net_count" unit="">0</metric>
    <metric name="wl_per_cell" unit="um">10.5</metric>
    <metric name="dr_total_vias" unit="">1005</metric>
    <metric name="drt-initial-drc-count" unit="">55</metric>
    <metric name="antenna_cells" unit="">0</metric>
    <metric name="via_per_inst" unit="">4.61</metric>
  </group>
  <group name="setup_path">
    <metric name="worst-endpoint-arrival" unit="ns">1.12</metric>
    <metric name="cp.required" unit="ns">1.52</metric>
    <metric name="worstSetupPathType" unit="">reg -&gt; out</metric>
    <metric name="cp_slowest_stage_delay" unit="ns">0.47</metric>
    <metric name="crit_slowest_cell" unit="">sky130_fd_sc_hd__clkdlybuf4s50_1</metric>
    <metric name="timing.critical_path.fanout_max" unit="">2</metric>
    <metric name="worst_setup_path_start_kind" unit="">flip-flop</metric>
    <metric name="critPathCaptureType" unit="">primary output</metric>
    <metric name="path_cells" unit="">clkdlybuf4s50_1</metric>
    <metric name="critical-path-top-delay-family" unit="">buffers and inverters</metric>
    <metric name="worstPathBufferInverterCount" unit="">1</metric>
  </group>
  <group name="outcome">
    <metric name="outcome" unit="">finished clean</metric>
  </group>
  <group name="hold_path">
    <metric name="worstHoldPathType" unit="">reg -&gt; reg</metric>
  </group>
  <group name="placement">
    <metric name="gp_congestion" unit="">0.773</metric>
    <metric name="placement.io_buffers" unit="">12</metric>
    <metric name="place_hpwl" unit="um">1590</metric>
    <metric name="placed_cell_area" unit="um^2">1880</metric>
  </group>
</metrics>
-- per-stage QoR --
step	hold WS, ns	utilization [%]	total power (W)	std cells	setup slack [ns]
after floorplan	0.385	-	0.000951	151	0.536
after global placement	0.398	46.4	0.000953	210	0.469
after detailed placement	0.411	46.4	0.000953	210	0.407
after CTS	0.427	48.4	0.00148	218	0.385
after global routing	0.432	48.4	0.00151	218	0.261
final	0.427	48.4	0.00146	218	0.397
-- worst register-to-register path, delay by kind of cell, from the launching register on --
kind                     cells  cell delay, ns
AND-OR/OR-AND                2            0.43
flip-flops                   1            0.35
AND/OR/NAND/NOR              2            0.16
adder cells (fa/ha/maj)      1            0.15
buffers and inverters        1            0.07
-- area by class of cell --
type	count	area, um^2
clock inverters	2	8.76
fillers	353	2090
clock buffers	6	72.6
well taps	50	62.6
repair buffers	13	128
multi-input cells	95	646
flip-flops and latches	42	1010
inverters	10	37.5
-- layout by cell type, fill, tap and decap left out, types with 2 or more instances in the layout --
cell and n:
sky130_fd_sc_hd__a21oi_1 5, sky130_fd_sc_hd__and2_1 3, sky130_fd_sc_hd__and3_1 2, sky130_fd_sc_hd__clkbuf_8 5, sky130_fd_sc_hd__clkdlybuf4s50_1 12, sky130_fd_sc_hd__dfxtp_1 25, sky130_fd_sc_hd__edfxtp_1 17, sky130_fd_sc_hd__ha_1 7
sky130_fd_sc_hd__inv_1 10, sky130_fd_sc_hd__nand2_1 14, sky130_fd_sc_hd__nand2b_1 3, sky130_fd_sc_hd__nand4_1 2, sky130_fd_sc_hd__nor2_1 14, sky130_fd_sc_hd__nor2b_1 4, sky130_fd_sc_hd__xnor2_1 10, sky130_fd_sc_hd__xor2_1 10
-- per-layer routing --
layer | GRT usage, % | wire length [um] | vias up
met3 | 2.74 | 92 | 7
li1 | - | - | 538
met2 | 17.9 | 946 | 15
met1 | 17.2 | 1180 | 445
met4 | 3.19 | 69 | 0
met5 | 0 | 0 | -
-- path summary, 6_finish.rpt --
kind | slack [ns] | startpoint | cells after the start | end
max | 0.40 | RxD_data[6]$_DFFE_PP_ | 1 | RxD_data[6]
min | 0.43 | Baud8GeneratorAcc[3]$_DFF_P_ | 1 | Baud8GeneratorAcc[3]$_DFF_P_
max reg2reg | 0.41 | bit_spacing[0]$_SDFFE_PN0P_ | 6 | state[3]$_DFFE_PP_
min reg2reg | 0.43 | Baud8GeneratorAcc[3]$_DFF_P_ | 1 | Baud8GeneratorAcc[3]$_DFF_P_
-- sequential cells by signal (all words and copies together) (netlist names) --
name	count
Baud8GeneratorAcc	14
RxD_bit_inv	1
RxD_cnt_inv	2
RxD_data	8
RxD_data_ready	1
RxD_endofpacket	1
RxD_sync_inv	2
bit_spacing	4
gap_count	5
state	4
-- logic make-up (layout without fill, tap and decap cells) --
kind of cell,Yosys count,in the layout,synth area share [%]
mux,1,1,0.586
compound gates,15,15,6.15
buf+inv,14,31,3.07
xor+xnor,20,20,10.2
flops,42,42,59.2
fa+ha+maj,7,7,5.12
simple gates,52,52,15.7
-- power by group through the flow --
| stage | Clock [W] | Combinational, W | Sequential, W |
|---|---|---|---|
| after CTS | 0.000551 | 0.00000253 | 0.000929 |
| final | 0.000526 | 0.00000249 | 0.000930 |
| after global routing | 0.000582 | 0.00000262 | 0.000929 |
Power and IR drop assume default switching activity.
