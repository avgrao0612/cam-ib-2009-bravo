`/design/flow/config.mk`:
```
export PLATFORM = sky130hd
export DESIGN_NAME = motor_main
export DESIGN_NICKNAME = motor_main
export VERILOG_FILES = /design/flow/design.v
export SDC_FILE = /design/flow/constraint.sdc
export NUM_CORES = 4
export LEC_CHECK = 1
export CORE_UTILIZATION = 30
```
`/design/flow/constraint.sdc`:
```
current_design motor_main

set clk_period 6.5
set clk_io_pct 0.2

create_clock -name clk0 -period $clk_period [get_ports {clk}]

set non_clock_inputs [all_inputs -no_clocks]
set_input_delay [expr $clk_period * $clk_io_pct] -clock clk0 $non_clock_inputs
set_output_delay [expr $clk_period * $clk_io_pct] -clock clk0 [all_outputs]
```
`/design/flow/design.v`:
```
module motor_control(
	input clk,
	input go,
	input direction,
	input [11:0] steps,
	input boundary1,
	input boundary2,
	output reg [3:0] state,
	output reg done
	);
	reg [3:0] mystate = 4'b1100;
	wire [3:0] state_forward;
	wire [3:0] state_backward;
	reg go_forward = 0;
	reg go_backward = 0;	
	always@(posedge clk) begin
		if (!direction) done <= done_forward;
		else if (direction) done <= done_backward;
		if (go) begin
			state <= mystate;
			if (!direction) begin
				go_forward <= 1;
				mystate <= state_forward;
			end
			else if (direction) begin
				go_backward <= 1;
				mystate <= state_backward;
			end
		end
		else begin
			go_forward <= 0;
			go_backward <= 0;
			state <= 0;
		end
	end
	move_forward mf(
		.clk(clk),
		.go(go_forward),
		.steps(steps),
		.old_state(mystate),
		.boundary(boundary1),
		.state(state_forward),
		.done(done_forward)
		);
	move_backward mb(
		.clk(clk),
		.go(go_backward),
		.steps(steps),
		.old_state(mystate),
		.boundary(boundary2),
		.state(state_backward),
		.done(done_backward)
		);
endmodule
module motor_main(
	input clk,
	input [7:0] direction,
	input scan_offset_move,
	input scan_move,
	input horizontal_offset,
	input boundary_main_1,
	input boundary_main_2,
	input boundary_magnet_1,
	input boundary_magnet_2,
	input reset,
	inout [35:0] GPIO_0,
	output reg movement_done,
	output reg reset_done,
	output reg offset_done
	);	
	wire wire_N = direction[0];
	wire wire_NE = direction[1];
	wire wire_E = direction[2];
	wire wire_SE = direction[3];
	wire wire_S = direction[4];
	wire wire_SW = direction[5];
	wire wire_W = direction[6];
	wire wire_NW = direction[7];
	wire [3:0] state_main;
	wire [3:0] state_magnet;
	reg go_main = 0;
	reg go_magnet = 0;
	reg [11:0] steps_main;
	reg [11:0] steps_magnet;
	reg dir_main;
	reg dir_magnet;
	reg resetting = 0;
	reg offsetting = 0;
	assign GPIO_0[10] = state_main[3];
	assign GPIO_0[12] = state_main[2];
	assign GPIO_0[14] = state_main[1];
	assign GPIO_0[16] = state_main[0];
	assign GPIO_0[1] = state_magnet[3];
	assign GPIO_0[3] = state_magnet[2];
	assign GPIO_0[5] = state_magnet[1];
	assign GPIO_0[7] = state_magnet[0];
	always@(posedge clk) begin
		if (resetting) reset_done <= (done_main && done_magnet);
		else if (offsetting) offset_done <= done_magnet;
		else if (go_main && go_magnet) movement_done <= (done_main && done_magnet);
		else if (go_main) movement_done <= done_main;
		else if (go_magnet) movement_done <= done_magnet;
		if (!go_main && !go_magnet) begin
			movement_done <= 0;
			reset_done <= 0;
			offset_done <= 0;
		end
		if (movement_done || reset_done || offset_done) begin
			go_main <= 0;
			go_magnet <= 0;
			resetting <= 0;
			offsetting <= 0;
		end
		else if (reset) begin
			go_main <= 1;
			go_magnet <= 1;
			dir_main <= 0;
			dir_magnet <= 0;
			steps_main <= 12'b1111_1111_1111;
			steps_magnet <= 12'b1111_1111_1111;
			resetting <= 1;
		end
		else if (scan_offset_move) begin
			go_main <= 1;
			dir_main <= 1;
			steps_main <= 12'd220;
		end
		else if (scan_move) begin
			go_main <= 1;
			dir_main <= 1;
			steps_main <= 12'd188;
		end
		else if (horizontal_offset) begin
			go_magnet <= 1;
			dir_magnet <= 1;
			steps_magnet <= 12'd83;
			offsetting <= 1;
		end
		else if (wire_N) begin
			go_main <= 1;
			dir_main <= 0;
			steps_main <= 12'd188;
		end
		else if (wire_S) begin
			go_main <= 1;
			dir_main <= 1;
			steps_main <= 12'd188;
		end
		else if (wire_W) begin
			go_magnet <= 1;
			dir_magnet <= 0;
			steps_magnet <= 12'd188;
		end
		else if (wire_E) begin
			go_magnet <= 1;
			dir_magnet <= 1;
			steps_magnet <= 12'd188;
		end
		else if (wire_NW) begin
			go_main <= 1;
			go_magnet <= 1;
			dir_main <= 0;
			dir_magnet <= 0;
			steps_main <= 12'd188;
			steps_magnet <= 12'd188;
		end
		else if (wire_SW) begin
			go_main <= 1;
			go_magnet <= 1;
			dir_main <= 1;
			dir_magnet <= 0;
			steps_main <= 12'd188;
			steps_magnet <= 12'd188;
		end
		else if (wire_SE) begin
			go_main <= 1;
			go_magnet <= 1;
			dir_main <= 1;
			dir_magnet <= 1;
			steps_main <= 12'd188;
			steps_magnet <= 12'd188;
		end
		else if (wire_NE) begin
			go_main <= 1;
			go_magnet <= 1;
			dir_main <= 0;
			dir_magnet <= 1;
			steps_main <= 12'd188;
			steps_magnet <= 12'd188;
		end
	end
	motor_control mainMotor(
		.clk(clk),
		.go(go_main),
		.direction(dir_main),
		.steps(steps_main),
		.boundary1(boundary_main_1),
		.boundary2(boundary_main_2),
		.state(state_main),
		.done(done_main)
	);
	motor_control magnetMotor(
		.clk(clk),
		.go(go_magnet),
		.direction(dir_magnet),
		.steps(steps_magnet),
		.boundary1(boundary_magnet_1),
		.boundary2(boundary_magnet_2),
		.state(state_magnet),
		.done(done_magnet)
	);
endmodule
module move_backward(
	input clk,
	input go,
	input [11:0] steps,
	input [3:0] old_state,
	input boundary,
	output [3:0] state,
	output reg done
	);
	reg [3:0] mystate = 4'b1100;
	assign state = mystate;
	reg [23:0] counter = 0;
	reg [11:0] mysteps = 0;
	always@(posedge clk) begin
		if (go && boundary) done <= 1;
		else if (go && !done) begin
			if (mysteps	< steps) begin
				counter <= counter+1;
				if (counter == 24'b0000_0001_1111_1111_1111_1111) begin
					mysteps <= mysteps+1;
					case (mystate)
						4'b1100: mystate <= 4'b1001;
						4'b1001: mystate <= 4'b0011;
						4'b0011: mystate <= 4'b0110;
						4'b0110: mystate <= 4'b1100;
					endcase
					counter <= 0;					
				end
			end
			else done <= 1;
		end
		else if (!go) begin
			done <= 0;
			mysteps <= 0;
			mystate <= old_state;
		end
	end
endmodule
module move_forward(
	input clk,
	input go,
	input [11:0] steps,
	input [3:0] old_state,
	input boundary,
	output [3:0] state,
	output reg done
	);
	reg [3:0] mystate = 4'b1100;
	assign state = mystate;
	reg [23:0] counter = 0;
	reg [11:0] mysteps = 0;
	always@(posedge clk) begin
		if (go && boundary) done <= 1;
		else if (go && !done) begin
			if (mysteps	< steps) begin
				counter <= counter+1;
				if (counter == 24'b0000_0001_1111_1111_1111_1111) begin
					mysteps <= mysteps+1;
					case (mystate)
						4'b1100: mystate <= 4'b0110;
						4'b0110: mystate <= 4'b0011;
						4'b0011: mystate <= 4'b1001;
						4'b1001: mystate <= 4'b1100;
					endcase
					counter <= 0;
				end
			end
			else done <= 1;
		end
		else if (!go) begin
			done <= 0;
			mysteps <= 0;
			mystate <= old_state;
		end
	end
endmodule
```
`/design/flow/run.sh`:
```
#!/bin/bash
# OpenROAD 26Q1-2900-gdf79404cd8, Yosys 0.63+post, stock flow scripts
make -C /OpenROAD-flow-scripts/flow DESIGN_CONFIG=/design/flow/config.mk WORK_HOME=/design/flow/orfs finish
```
==> flow_metrics.env <==
# physical design summary
export IMPL_untimed_endpoints=28
export IMPL_min_from="mainMotor.done$_DFF_P_"
export IMPL_cts_sinks=201
export IMPL_dieWidth_um=189
export IMPL_worstSkewPairLatency_ps=510
export IMPL_fin_util=0.350
export IMPL_fp_utilization=0.308
export IMPL_ys_cells=924
export IMPL_p_per_area_nw_per_um2=417
export IMPL_place_congestion=0.813
export IMPL_grt_usage=0.117
export IMPL_avgRoutedWirePerCell_um=13.6
export IMPL_status="finished clean"
export IMPL_logic_area_um2=4490
export IMPL_fmax_ghz=0.352
export IMPL_p_leak_nw=4.09
export IMPL_ys_seq_share=0.554
export IMPL_edf_count=176
export IMPL_whs_ps=476
export IMPL_remaining_drc_errors=0
export IMPL_dp_hpwl_mm=13.1
export IMPL_synth_top_cells_by_count="edfxtp_1 (176), nor2_1 (109), xnor2_1 (69)"
export IMPL_worst_setup_hold_path_clk_slew_ps=60
export IMPL_syn_area_um2=10400
export IMPL_fin_crit_sh=0.437
export IMPL_worst_r2r_setup_slack_ps=3660
export IMPL_period_minus_slack_ps=2840
export IMPL_drt_iter0_markers=343
export IMPL_ios=56
export IMPL_openroad_warnings=53
export IMPL_rsz0062_at_grt="false"
export IMPL_hold_depth=2
export IMPL_h_tree_depth=1
export IMPL_cts_tree="built"
export IMPL_synth_top_area_share=0.506
export IMPL_grt_max_degree=25
export IMPL_cts_resized=0
export IMPL_synth_cell_types=55
export IMPL_die_h_um=189
export IMPL_synthArstFlopShare=0
export IMPL_r2r_cells=5
export IMPL_post_synth_top_area_cell="edfxtp_1"
export IMPL_via_count=6896
export IMPL_startpoint_type="flop"
export IMPL_ff_type="edfxtp_1"
export IMPL_antenna_left=0
export IMPL_vias_per_cell=4.84
export IMPL_chipArea_um2=35500
export IMPL_area_growth_pct=13.6
export IMPL_hold_buffers=0
export IMPL_rr_startpoint="magnetMotor.mb.counter[0]$_SDFFCE_PN0P_"
export IMPL_setup_violations=0
export IMPL_cts_setup_buffers=0
export IMPL_antenna_found_initial=0
export IMPL_grt_overflow_total=0
export IMPL_syn_avg_cell_area_um2=11.3
export IMPL_drive_gt1_frac=0.0727
export IMPL_routed_wl_mm=19.4
export IMPL_top_cell="edfxtp_1"
export IMPL_fillers=3258
export IMPL_clock_path_buffers=3
export IMPL_slew_headroom=0.431
export IMPL_worst_ep_arrival_time_ps=2980
export IMPL_worstPathRequired_ps=6640
export IMPL_core_um2=33900
export IMPL_cts_root_buf="clkbuf_16"
export IMPL_topCellsByArea="edfxtp_1 (51%), xnor2_1 (5.8%), ha_1 (5.0%)"
export IMPL_ys_warn_count=8
export IMPL_grt_pass1_vias=6699
export IMPL_grt_first_pass_wirelength_mm=33.2
export IMPL_hold_viol_final=0
export IMPL_synth_flop_count=201
export IMPL_dr_pass1_iters=4
export IMPL_cap_violations=0
export IMPL_synthCells=924
export IMPL_numCtsBuffers=23
export IMPL_max_vdd_ir_drop_uv=197
export IMPL_path_class="flop to flop"
export IMPL_worst_pin_slew_ps=846
export IMPL_cp_max_fo=12
export IMPL_fin_worst_skew_ps=12.0
export IMPL_hp_class="flop to flop"
export IMPL_setup_tns_ps=0
export IMPL_seq_area_um2=5790
export IMPL_end_kind="flop"
export IMPL_row_count=67
export IMPL_min_to="reset_done$_SDFFE_PP0P_"
export IMPL_io_buffers=19
export IMPL_r2r_end="magnetMotor.mb.mysteps[10]$_SDFFCE_PP0P_"
export IMPL_ys_area_um2=10400
export IMPL_maxSlewViolCount=0
[cells in the final DEF (no fill, tap or decap), drive strengths merged, types with 6 or more instances in the layout]
master	count
or3	14
mux2	11
and2	15
clkdlybuf4s50	19
buf	6
o21ai	21
nand3	42
xnor2	69
dfxtp	25
a21oi	26
nand2	68
nor2	110
inv	30
nor2b	6
xor2	48
a211oi	6
and3	25
nor3	30
ha	42
nand4	40
clkbuf	28
nand4b	8
clkinv	13
nor4	15
edfxtp	176
and4	6
or4	7
nand2b	8
o31ai	11
o21a	14
[stage by stage]
stage | area [um^2] | setup slack, ps | instances | power (mW)
floorplan | 10400 | 2530 | 924 | 3.38
global placement | 11200 | 3290 | 1383 | 3.76
detailed placement | 11200 | 3260 | 1383 | 3.80
CTS | 11900 | 3640 | 1425 | 4.99
global route | 11900 | 3430 | 1425 | 5.30
finish | 11900 | 3660 | 1426 | 4.94
[report_power, final]
group	internal (mW)	switching, mW
combinational	0.558	0.734
clock	0.660	0.509
sequential	2.05	0.433
total	3.27	1.68
[layer usage]
layer	up-vias	global-route usage	wire length, um
met5	-	0	0
met1	3264	0.192	9920
li1	3511	-	-
met2	93	0.168	8420
met4	0	0.0257	377
met3	28	0.0196	687
[sequential cells by signal, indices dropped and copies added, names as in the netlist, 8 cells and up]
| signal | cells |
|---|---|
| magnetMotor.mb.counter | 24 |
| magnetMotor.mf.counter | 24 |
| magnetMotor.mb.mysteps | 12 |
| mainMotor.mf.mysteps | 12 |
| GPIO_0 | 8 |
| mainMotor.mf.counter | 24 |
| mainMotor.mb.mysteps | 12 |
| magnetMotor.mf.mysteps | 12 |
| mainMotor.mb.counter | 24 |
[worst max-delay path by stage]
stage                                               to  depth (start not counted)                                    start
CTS           magnetMotor.mb.mysteps[10]$_SDFFCE_PP0P_                          5  magnetMotor.mb.counter[0]$_SDFFCE_PN0P_
global route  magnetMotor.mb.mysteps[10]$_SDFFCE_PP0P_                          5  magnetMotor.mb.counter[0]$_SDFFCE_PN0P_
finish        magnetMotor.mb.mysteps[10]$_SDFFCE_PP0P_                          5  magnetMotor.mb.counter[0]$_SDFFCE_PN0P_
[cell type report]
| class | instances | area share |
|---|---|---|
| sequential | 201 | 0.488 |
| multi-input combinational | 680 | 0.379 |
| clock buffer | 28 | 0.0510 |
| tap | 448 | 0.0473 |
| timing repair buffer | 25 | 0.0198 |
| inverter | 29 | 0.00918 |
| clock inverter | 14 | 0.00570 |
| antenna | 1 | 0.000211 |
[logic make-up after synthesis]
logic type,share of synthesized area
compound gates,0.0665
flops,0.554
fa+ha+maj,0.0503
simple gates,0.200
buf+inv,0.0164
xor+xnor,0.0982
mux,0.0138
[critical path, stage by stage (launching register included)]
cell and delay, ps:
edfxtp_1 390, ha_1 200, nand3_1 190, nor3_2 510
and3_1 550, a41o_1 620
Power is estimated from default activity; no workload was simulated.
