File: config.mk
export PLATFORM = sky130hd
export DESIGN_NAME = async_transmitter
export DESIGN_NICKNAME = async_transmitter
export VERILOG_FILES = /design/flow/design.v
export SDC_FILE = /design/flow/constraint.sdc
export NUM_CORES = 4
export LEC_CHECK = 1
export CORE_UTILIZATION = 30
File: constraint.sdc
current_design async_transmitter

set clk_period 3.6
set clk_io_pct 0.2

create_clock -name clk0 -period $clk_period [get_ports {clk}]

set non_clock_inputs [all_inputs -no_clocks]
set_input_delay [expr $clk_period * $clk_io_pct] -clock clk0 $non_clock_inputs
set_output_delay [expr $clk_period * $clk_io_pct] -clock clk0 [all_outputs]
File: design.v
module async_transmitter(clk, TxD_start, TxD_data, TxD, TxD_busy);
input clk, TxD_start;
input [7:0] TxD_data;
output TxD, TxD_busy;
assign LEDG = TxD_data;
parameter ClkFrequency = 50000000;	 
parameter Baud = 115200;
parameter RegisterInputData = 1;	 
parameter BaudGeneratorAccWidth = 16;
reg [BaudGeneratorAccWidth:0] BaudGeneratorAcc;
wire [BaudGeneratorAccWidth:0] BaudGeneratorInc = ((Baud<<(BaudGeneratorAccWidth-4))+(ClkFrequency>>5))/(ClkFrequency>>4);
wire BaudTick = BaudGeneratorAcc[BaudGeneratorAccWidth];
wire TxD_busy;
always @(posedge clk) if(TxD_busy) BaudGeneratorAcc <= BaudGeneratorAcc[BaudGeneratorAccWidth-1:0] + BaudGeneratorInc;
reg [3:0] state;
wire TxD_ready = (state==0);
assign TxD_busy = ~TxD_ready;
reg [7:0] TxD_dataReg;
always @(posedge clk) if(TxD_ready & TxD_start) TxD_dataReg <= TxD_data;
wire [7:0] TxD_dataD = RegisterInputData ? TxD_dataReg : TxD_data;
always @(posedge clk)
case(state)
	4'b0000: if(TxD_start) state <= 4'b0001;
	4'b0001: if(BaudTick) state <= 4'b0100;
	4'b0100: if(BaudTick) state <= 4'b1000;   
	4'b1000: if(BaudTick) state <= 4'b1001;   
	4'b1001: if(BaudTick) state <= 4'b1010;   
	4'b1010: if(BaudTick) state <= 4'b1011;   
	4'b1011: if(BaudTick) state <= 4'b1100;   
	4'b1100: if(BaudTick) state <= 4'b1101;   
	4'b1101: if(BaudTick) state <= 4'b1110;   
	4'b1110: if(BaudTick) state <= 4'b1111;   
	4'b1111: if(BaudTick) state <= 4'b0010;   
	4'b0010: if(BaudTick) state <= 4'b0011;   
	4'b0011: if(BaudTick) state <= 4'b0000;   
	default: if(BaudTick) state <= 4'b0000;
endcase
reg muxbit;
always @( * )
case(state[2:0])
	3'd0: muxbit <= TxD_dataD[0];
	3'd1: muxbit <= TxD_dataD[1];
	3'd2: muxbit <= TxD_dataD[2];
	3'd3: muxbit <= TxD_dataD[3];
	3'd4: muxbit <= TxD_dataD[4];
	3'd5: muxbit <= TxD_dataD[5];
	3'd6: muxbit <= TxD_dataD[6];
	3'd7: muxbit <= TxD_dataD[7];
endcase
reg TxD;
always @(posedge clk) TxD <= (state<4) | (state[3] & muxbit);   
endmodule
File: run.sh
#!/bin/bash
# OpenROAD 26Q1-2900-gdf79404cd8, Yosys 0.63+post, stock flow scripts
make -C /OpenROAD-flow-scripts/flow DESIGN_CONFIG=/design/flow/config.mk WORK_HOME=/design/flow/orfs finish
==> Changelog: implementation <==
### Implementation results

* Met2 WL at a little under 900 um
* Final instance area at about 0.0017 mm^2
* Rows at 24
* Global-route wire length before repair at between 3 and 4 mm
* PostCTS Resize Cnt at 0
* Post-synth EDFFs at 29
* Clock latency (worst-skew pair) at about 0.27 ns
* 1st-iter DRT viols at 31
* Clock sink total at 30
* Asr flop ratio synth at 0
* GRT Util Overall at 0.09684
* Met1 wire length at between 1 and 1.5 mm
* CTS tree: done
* Hold Crit Class: register to register
* Post-placement cell count at approximately 160
* Critical Path Fanout Max at 19
* Fin. Hold Viols at 0
* Lkg Pwr at 0.5879 nW
* Commonest flop: edfxtp_1
* Router iterations before antenna repair at 6
* Area post-placement at 0.001539 mm^2
* Die Size at approximately 0.005 mm^2
* Clock Skew at between 0.009 and 0.01 ns
* CP Launch Type: register
* Fin util at 0.3776
* P&R area growth vs syn at 20.27%
* Syn_area_per_cell at between 10 and 15 um^2
* Final Setup Violations at 0
* Post-DRT Antenna Nets at 0
* Arrival @ worst endpoint at between 2 and 2.5 ns
* Largest net degree at the start of global routing at 20
* Met3 WL at 107 um
* Die height at roughly 70 um
* Clk root buf: clkbuf_8
* Core Area at around 0.0044 mm^2
* I/O Buffers at 11
* Reg clk slew, reported paths at approximately 0.06 ns
* DP HPWL at 1.434 mm
* Total power at 0.7322 mW
* Yosys cell count at ~100
* Cell count after synthesis at about 100
* Antenna Cells at 0
* Unrepaired setup endpoints after global routing: false
* Final wirelength at approximately 2.1 mm
* Max Used Layer: met4
* Post-synth seq share at 0.6473
* Status: finished clean
* WP data required at around 2.9 ns
* Setup CP Type: register to output port
* Routed len/inst at 12.19 um
* Combinational share of power at 0.013
* Net Sw Frac at 0.1642
* TritonCTS buffer count at 5
* Synth Register Bits at 30
* Post-CTS setup buffer count at 0
* Non-Filler Instances at approximately 170
* DRC at 0
* Setup TNS at 0 ns
* Clock network power share at 0.470
* Hold_buf cts at 0
* Ports at 12
* Total power per unit cell area at approximately 440 mW/mm^2
* Most numerous logic cell after layout: edfxtp_1
* Fin crit share at 0.7895
* Top Layout Cells: edfxtp_1 (29), clkdlybuf4s50_1 (11)
* Distinct cells, synth at 30
* Post-synthesis chip area from yosys at approximately 0.0014 mm^2
* Max Freq at 351.8 MHz
* YS warnings at 2
* Overflow after GRT at 0
* FP Core Util at 0.3139
* Layout cells sized above 1 at 0.1102
* Antenna violations before repair at 0
* Worst rel slew slack at 0.5486
* Worst-Margin Slew at roughly 0.68 ns
* Final-report max-slew violation count at 0
* Vias in the first global route at ~770
* Critical Path Sink Type: output port
* P_sw at about 0.12 mW
* DR vias at about 780
* Tool Warnings at 25
* Clock buffer depth at 2
* Vias/cell at 4.588
* Die width at 69.73 um
* Max-Cap Viols at 0
* Seq pwr share at 0.517
* Cell Area, Synth at between 0.001 and 0.0015 mm^2
* VDD IR max at around 0.31 mV
* Pint at 0.6120 mW
* Period minus WS final at around 2.8 ns
* H-tree Lvls at 2
* Gpl congestion at between 0.7 and 0.8
==> critical path: stages, from the launching register on <==
cell,delay (ns)
edfxtp_1,0.52
nor4_1,0.39
inv_1,0.40
clkdlybuf4s50_1,0.52
==> per-stage QoR <==
stage	hold WS [ns]	worst slack [ns]
after global placement	0.5614	1.080
after CTS	0.5818	0.7059
after global routing	0.6411	0.5816
after detailed placement	0.5680	1.025
after floorplan	0.5413	1.773
final	0.5822	0.7578
==> sequential cells by signal (all words and copies together), names as in the netlist <==
signal,cells
BaudGeneratorAcc,17
TxD_dataReg,8
TxD,1
state,4
==> synth_stat cells (2+ instances only) <==
cell / instances / area, um^2
o21ai_0: 2 / 10.01
xor2_1: 7 / 61.31
nor2b_1: 2 / 12.51
nand3_1: 4 / 20.02
clkbuf_1: 2 / 7.510
xnor2_1: 7 / 61.31
a21oi_1: 7 / 35.03
nand2_1: 7 / 26.28
edfxtp_1: 29 / 870.8
nand4_1: 2 / 12.51
inv_1: 5 / 18.77
mux4_2: 2 / 45.04
nor2_1: 6 / 22.52
a21o_1: 2 / 15.01
nor3_1: 3 / 15.01
==> metal layers <==
metal,GRT usage,up-vias
met5,0,-
met2,0.1294,16
met3,0.03097,4
met1,0.1663,358
li1,-,402
met4,0.01556,0
==> kinds of logic after synthesis <==
kind of cell	Yosys count	synth area share
simple gates	31	0.1173
flops	30	0.6473
compound gates	15	0.07454
xor+xnor	14	0.08909
mux	3	0.04000
buf+inv	8	0.02273
fa+ha+maj	1	0.009089
==> power groups by stage <==
stage	combinational, mW	sequential (mW)	clock (mW)
6_report	0.00958	0.378	0.344
4_1_cts	0.00972	0.378	0.356
5_1_grt	0.0103	0.378	0.371
==> worst paths after layout <==
path / startpoint / end / slack, ns / depth (start not counted)
min reg2reg: BaudGeneratorAcc[15] / BaudGeneratorAcc[15] / 0.58 / 1
max reg2reg: state[0] / state[3] / 1.69 / 3
max: state[0] / TxD_busy / 0.76 / 3
min: BaudGeneratorAcc[15] / BaudGeneratorAcc[15] / 0.58 / 1
==> area by class of cell <==
class                      count  area (um^2)
fill                         404         2729
sequential                    30        890.9
multi-input combinational     64        454.2
timing repair buffer          11        110.1
clock buffer                   7        86.33
tap                           52        65.06
clock inverter                 1        30.03
inverter                       5        18.77
Power figures rest on the tool's default switching activity, not on a simulated workload.
